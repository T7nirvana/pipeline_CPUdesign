## flow/design.v

```verilog
module PC( clk, rst, PCWr, NPC, pc );
   input         clk;
   input         rst;
   input         PCWr;
   input  [31:0] NPC;
   output [31:0] pc;
   reg [31:0] pc;
   always @(posedge clk or negedge rst) begin
      if ( rst==0 ) 
         pc<= 32'h0000_3000;    
      else if ( PCWr ) 
         pc <= NPC;
   end  
endmodule
```

## flow/config.mk

```make
export PLATFORM = sky130hd
export DESIGN_NAME = PC
export DESIGN_NICKNAME = PC
export VERILOG_FILES = /design/flow/design.v
export SDC_FILE = /design/flow/constraint.sdc
export NUM_CORES = 4
export LEC_CHECK = 1
export CORE_AREA = 10 10 104 104
export DIE_AREA = 0 0 114 114
```

## flow/constraint.sdc

```tcl
current_design PC

set clk_period 1.0
set clk_io_pct 0.2

create_clock -name clk0 -period $clk_period [get_ports {clk}]

set non_clock_inputs [all_inputs -no_clocks]
set_input_delay [expr $clk_period * $clk_io_pct] -clock clk0 $non_clock_inputs
set_output_delay [expr $clk_period * $clk_io_pct] -clock clk0 [all_outputs]
```

## flow/run.sh

```bash
#!/bin/bash
# OpenROAD 26Q1-2900-gdf79404cd8, Yosys 0.63+post, stock flow scripts
make -C /OpenROAD-flow-scripts/flow DESIGN_CONFIG=/design/flow/config.mk WORK_HOME=/design/flow/orfs finish
```

==> results.yml <==
# flow metrics
synthesis:
  ys_dominant_reg_cell: "sky130_fd_sc_hd__dfrtp_1"
  synthTopCellsByArea: "sky130_fd_sc_hd__dfrtp_1 56%, sky130_fd_sc_hd__mux2_4 33%, sky130_fd_sc_hd__buf_12 4.5%"
  seq_area_frac_synth_pct: 59.6
  synth_warnings: 1
  synth_chip_area_um2: 1350
  yosys-top-cells-count: "30 x sky130_fd_sc_hd__dfrtp_1, 30 x sky130_fd_sc_hd__mux2_4, 3 x sky130_fd_sc_hd__buf_12, 2 x sky130_fd_sc_hd__dfstp_2, 2 x sky130_fd_sc_hd__mux2_2"
  yosys_cells: 68
  ys_types: 6
  asyncSetResetFlopFracSynth_pct: 100
  post_synth_inst_count: 68
  ys.flops: 32
  syn_area_per_cell_um2: 19.8
  synth-edff-count: 0
  yosys.area.top_type_share_pct: 55.7
  yosys.area.top_type: "sky130_fd_sc_hd__dfrtp_1"
  syn-cell-area_um2: 1350
critical_path:
  timing.critical_path.buf_inv: 1
  critical_path.cell_chain: "buf_2"
  cp_data_arrival_time_ns: 0.89
  critical-path-top-delay-family: "flip-flops"
  worst_setup_path_start_kind: "flip-flop"
  class_of_the_most_critical_setup_path: "flip-flop to output pin"
  worst_stage_delay_on_the_critical_path_ns: 0.53
  critPathCaptureType: "output pin"
  required_ns: 0.80
  worstPathMaxFanout: 2
  cpMaxStageDelayCell: "sky130_fd_sc_hd__dfstp_2"
timing:
  layout_min_cycle_time_ns: 1.09
  max_freq_mhz: 921
  final_critical_path_setup_slack_ns: -0.0853
  final_period_utilization_pct: 109
  worst_pin_slew_ns: 0.179
  timing.final.hold_violations: 30
  report.final.setup_viol: 2
  finalClockSkew_ns: 0
  slew_headroom_pct: 88.1
  grt_setup_unrepaired: "yes"
  number_of_pins_exceeding_their_max_slew_limit_in_the_final_report: 0
  hold-worst-slack_ns: -0.137
  timing.setup.tns_ns: -0.168
floorplanning:
  fraction_of_the_core_area_occupied_by_cells_at_floorplan_pct: 15.5
  die-area_um2: 13000
  die_w_um: 114
  rows: 34
  design.portCount: 67
  die_y_um: 114
  core_area_um2: 8680
drt:
  detail_route.vias_per_cell: 3.29
  routed_wl_um: 3440
  ant_nets: 0
  via_count: 862
  wl_per_cell_um: 13.1
  route.antenna.diode_count: 0
  drt_iter0_markers: 25
  drt-pass1-iter-count: 3
  drc_markers: 0
global_routing:
  grt_util_all_layers_pct: 5.17
  wire_length_of_the_first_global_routing_pass_um: 5330
  antenna_violations_before_repair: 0
  global_route.overflow_total: 0
  vias_in_the_first_global_route: 942
  grt_start_max_net_pins: 33
power:
  power_density_nw_per_um2: 1430
  internal_power_mw: 2.38
  power.switching_uw: 685
  power.switching_fraction_pct: 22.4
  max-vdd-ir-drop_uv: 440
  p_leak_nw: 1.02
  pwr-share-clk_pct: 31.4
  pwr-share-comb_pct: 19.9
  pwr-share-seq_pct: 48.8
layout:
  largestRegisters: "pc: 32 flops"
  drive_above_1_share_pct: 58.4
  final_util_pct: 24.7
  mi_logic_area_um2: 473
  fill_cells: 932
  number_of_flip_flops_under_the_largest_register_name: 32
  synthToLayoutAreaGrowth_pct: 58.9
  flop_area_um2: 803
  largest_register: "pc"
placement:
  port_buffers: 66
  gp_congestion: 0.692
  place_hpwl_um: 2560
cts:
  cts_sinks: 32
  cell_at_the_root_of_the_clock_tree: "sky130_fd_sc_hd__clkbuf_8"
  tritoncts_buffer_count: 5
  htree_levels: 2
  worst_skew_pair.late_latency_ns: 0.28
  tritoncts: "yes"
  clockBufferDepth: 2
  clk_pin_slew_worst_paths_ns: 0.07
flow_run:
  stage_log_warning_count: 29
  max_cap_violation_count: 0
worst_hold_path:
  worstHoldPathType: "primary input to async pin"
status:
  violations_in_the_final_reports: "negative hold slack, negative setup slack"
  status: "finished with violations"
power groups by stage:
stage	Clock (mW)	Sequential (mW)	Combinational, mW
6_report	0.959	1.49	0.609
5_1_grt	1.08	1.51	0.668
4_1_cts	1.03	1.49	0.594
stage by stage:
stage          area (µm²)  setup WS, ns  cells  power, mW  hold WS, ns
5_1_grt              2140        -0.136    262       3.26       -0.131
6_report             2140       -0.0853    262       3.06       -0.137
4_1_cts              2100        -0.113    256       3.11       -0.143
3_5_place_dp         2140        -0.171    243       2.21        0.178
3_3_place_gp         2140        -0.171    243       2.21        0.176
2_1_floorplan        1350         0.133     68       1.74      -0.0956
metal layers:
layer | GRT usage [%] | up-vias | share of wire [%]
met2 | 7.18 | 48 | 42
met1 | 7.28 | 408 | 47
li1 | - | 404 | -
met4 | 0.418 | 0 | 0.35
met3 | 2.71 | 2 | 11
met5 | 0 | - | 0
final cells by class:
cell class	count	share of cell area (%)
clock inverters	1	0.234
well taps	108	6.31
flip-flops and latches	32	37.5
repair buffers	82	30.3
clock buffers	7	3.57
multi-input cells	32	22.1
cell families after synthesis:
family	synth area share, %
flops	59.6
buf+inv	5.29
mux	35.1
cells in the final DEF, fill, tap and decap left out:
cell type and n:
sky130_fd_sc_hd__mux2_2 2, sky130_fd_sc_hd__clkinv_2 1, sky130_fd_sc_hd__dfstp_2 2, sky130_fd_sc_hd__buf_4 13, sky130_fd_sc_hd__clkdlybuf4s50_1 32, sky130_fd_sc_hd__dfrtp_1 30
sky130_fd_sc_hd__clkbuf_1 2, sky130_fd_sc_hd__buf_2 34, sky130_fd_sc_hd__mux2_4 30, sky130_fd_sc_hd__buf_12 3, sky130_fd_sc_hd__clkbuf_8 5
worst paths after layout:
check                              startpoint            endpoint  slack, ns  cells after the start
hold reg to reg            pc[11]$_DFFE_PN0P_  pc[11]$_DFFE_PN0P_       0.50                      1
min in group clk0                        PCWr  pc[29]$_DFFE_PN0P_       0.43                      3
setup / recovery           pc[13]$_DFFE_PN1P_              pc[13]      -0.09                      1
hold / removal                            rst   pc[3]$_DFFE_PN0P_      -0.14                      2
max in group asynchronous                 rst  pc[13]$_DFFE_PN1P_       0.89                      2
setup reg to reg            pc[3]$_DFFE_PN0P_   pc[3]$_DFFE_PN0P_       0.12                      2
what timing repair did:
item,CTS,global route
setup endpoints to repair,32,31
setup buffers,5,6
resized,97,0
hold endpoints to repair,30,30
Power is estimated from default activity; no workload was simulated.
